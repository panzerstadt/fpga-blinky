===== design/flow/run.sh =====
#!/bin/bash
# OpenROAD 26Q1-2900-gdf79404cd8, Yosys 0.63+post, stock flow scripts
make -C /OpenROAD-flow-scripts/flow DESIGN_CONFIG=/design/flow/config.mk WORK_HOME=/design/flow/orfs finish

===== design/flow/config.mk =====
export PLATFORM = sky130hd
export DESIGN_NAME = top
export DESIGN_NICKNAME = top
export VERILOG_FILES = /design/flow/design.v
export SDC_FILE = /design/flow/constraint.sdc
export NUM_CORES = 4
export LEC_CHECK = 1
export CORE_UTILIZATION = 30

===== design/flow/constraint.sdc =====
current_design top

set clk_period 4.8
set clk_io_pct 0.2

create_clock -name clk0 -period $clk_period [get_ports {clock}]

set non_clock_inputs [all_inputs -no_clocks]
set_input_delay [expr $clk_period * $clk_io_pct] -clock clk0 $non_clock_inputs
set_output_delay [expr $clk_period * $clk_io_pct] -clock clk0 [all_outputs]

===== design/flow/design.v =====
module top(clock,leds);
    input wire  clock;
    output reg  [7:0] leds;
    reg  pulser$clock;
    reg  pulser$enable;
    wire  pulser$pulse;
    top$pulser pulser(
        .clock(pulser$clock),
        .enable(pulser$enable),
        .pulse(pulser$pulse)
    );
    always @(*) begin
        pulser$enable = 1'b1;
        pulser$clock = clock;
        leds = 32'h0;
        if (pulser$pulse) begin
            leds = 32'haa;
        end
    end
endmodule  
module top$pulser(clock,enable,pulse);
    input wire  clock;
    input wire  enable;
    output reg  pulse;
    reg  strobe$enable;
    wire  strobe$strobe;
    reg  strobe$clock;
    reg  shot$trigger;
    wire  shot$active;
    reg  shot$clock;
    wire  shot$fired;
    top$pulser$strobe strobe(
        .enable(strobe$enable),
        .strobe(strobe$strobe),
        .clock(strobe$clock)
    );
    top$pulser$shot shot(
        .trigger(shot$trigger),
        .active(shot$active),
        .clock(shot$clock),
        .fired(shot$fired)
    );
    always @(*) begin
        strobe$clock = clock;
        shot$clock = clock;
        strobe$enable = enable;
        shot$trigger = strobe$strobe;
        pulse = shot$active;
    end
endmodule  
module top$pulser$shot(trigger,active,clock,fired);
    input wire  trigger;
    output reg  active;
    input wire  clock;
    output reg  fired;
    localparam  duration = 32'h17d7840;
    reg  [31:0] counter$d;
    wire  [31:0] counter$q;
    reg  counter$clock;
    reg  state$d;
    wire  state$q;
    reg  state$clock;
    top$pulser$shot$counter counter(
        .d(counter$d),
        .q(counter$q),
        .clock(counter$clock)
    );
    top$pulser$shot$state state(
        .d(state$d),
        .q(state$q),
        .clock(state$clock)
    );
    always @(*) begin
        counter$clock = clock;
        state$clock = clock;
        counter$d = counter$q;
        state$d = state$q;
        if (state$q) begin
            counter$d = counter$q + 32'h1;
        end
        fired = 1'b0;
        if (state$q && (counter$q == duration)) begin
            state$d = 1'b0;
            fired = 1'b1;
        end
        active = state$q;
        if (trigger) begin
            state$d = 1'b1;
            counter$d = 32'h0;
        end
    end
endmodule  
module top$pulser$shot$counter(d,q,clock);
    input wire  [31:0] d;
    output reg  [31:0] q;
    input wire  clock;
    initial begin
       q = 32'h0;
    end
    always @(posedge clock) begin
       q <= d;
    end
endmodule  
module top$pulser$shot$state(d,q,clock);
    input wire  d;
    output reg  q;
    input wire  clock;
    initial begin
       q = 1'h0;
    end
    always @(posedge clock) begin
       q <= d;
    end
endmodule  
module top$pulser$strobe(enable,strobe,clock);
    input wire  enable;
    output reg  strobe;
    input wire  clock;
    localparam  threshold = 32'h5f5e100;
    reg  [31:0] counter$d;
    wire  [31:0] counter$q;
    reg  counter$clock;
    top$pulser$strobe$counter counter(
        .d(counter$d),
        .q(counter$q),
        .clock(counter$clock)
    );
    always @(*) begin
        counter$clock = clock;
        counter$d = counter$q;
        if (enable) begin
            counter$d = counter$q + 32'h1;
        end
        strobe = enable & (counter$q == threshold);
        if (strobe) begin
            counter$d = 32'h1;
        end
    end
endmodule  
module top$pulser$strobe$counter(d,q,clock);
    input wire  [31:0] d;
    output reg  [31:0] q;
    input wire  clock;
    initial begin
       q = 32'h0;
    end
    always @(posedge clock) begin
       q <= d;
    end
endmodule  

==> run summary <==
Status = finished clean
Post-synth ARST share = 0%
Port bufs = 4
Setup TNS = 0 ns
DR vias/cell = 4.68
Clk buf depth = 2
Post-DP HPWL = 3830 um
Slowest-stage cell, CP = dfxtp_1
Pin count of the biggest net entering global routing = 41
Utilization after layout = 34.4%
Critical Path Max Stage Delay = 0.60 ns
GPL Wtd Cong = 0.868
Core area = 9770 um^2
Post-CTS Setup Inserts = 0
Crit path launch type = register
RSZ-0062 raised after global routing = false
Delay-heaviest family, CP = flip-flops
Post-route cell area = 3360 um^2
Initial antenna violation count = 0
Fin. max-slew vios = 0
Peak VDD IR = 0.204 mV
IO Pins = 9
CTS tree = done
Yosys warning count = 7
Final hold violations = 0
Grt total ovfl = 0
First-pass GRT wire length = 9910 um
Post-Route WL = 5720 um
Skew final = 0.00772 ns
Commonest flop = dfxtp_1
Area of placed instances = 3170 um^2
Fillers = 990
Top cell excl fill/tap = dfxtp_1
YS chip area = 3020 um^2
Worst-path fanout max = 12
Synth Instances = 344
Fmax = 407 MHz
Layout cells sized above 1 = 7.04%
Die area = 10500 um^2
Max Cap Viol = 0
Die Height = 102 um
WHS = 0.460 ns
Antenna viol nets, final = 0
Arr. time, crit path = 1.50 ns
Clock sinks = 65
CTS clock-pin slew for the worst setup and hold paths = 0.07 ns
DRC viols = 0
Min-delay worst type = reg2reg
Via count = 2284
Post-synth regs = 65
Data required, critical path = 3.84 ns
Latency at later pin = 0.33 ns
Tmin final = 2.46 ns
Post-layout period usage = 51.2%
Buf/Inv on CP = 1
# Cells Yosys = 344
Vias in the first global route = 2141
LEAKAGE = 1.19 nW
P&R area growth vs syn = 11.4%
Num CTS Buffers = 9
Crit. End Element = output port
Crit-path cells = clkdlybuf4s50_1
Resized Gates After CTS = 0
Fp util = 30.9%
Max_slew headroom = 61.9%
ANT cells = 0
Post-synth cell types = 38
CP Class = reg2out
Most frequent cells in the layout = 65 x dfxtp_1, 54 x nor2_1, 28 x xnor2_1
Synthesized area = 3020 um^2
Pwr per Cell Area = 297 nW/um^2
DRT iter0 DRCs = 133
WL/cell = 11.7 um
Final Setup Violations = 0
Worst-Margin Slew = 0.567 ns
CTS Hold Buffers Added = 0
Average size of a mapped cell = 8.78 um^2
Comb. cell area = 1600 um^2
Sequential area share after synthesis = 43.1%
Die width = 102 um
Tot GR Track Use = 12.0%
Register Area = 1300 um^2
Max H-tree Level = 3
FP Rows = 36
CTS root buf = clkbuf_8
Drt pass-1 iters = 4
Post-synth EDFFs = 0
Log Warnings = 27
## metrics by stage
step / power, W / cells / setup WS, ns
floorplan: 0.000554 / 347 / 2.92
global placement: 0.000551 / 473 / 2.63
detailed placement: 0.000551 / 473 / 2.64
CTS: 0.00101 / 488 / 2.33
global route: 0.00103 / 488 / 2.25
finish: 0.000998 / 488 / 2.34
## per-layer routing
layer	global-route usage, %	routed length (um)	part of all wire, %
met1	18.0	2990	52
met2	18.6	2410	42
met3	2.92	220	3.8
met5	0	0	0
met4	1.43	101	1.8
## worst reg2reg max path: stages (launching register included)
cell,delay (ns)
dfxtp_1,0.42
nand3_1,0.23
nor4_2,0.61
nand2_1,0.31
or4_1,0.47
o211ai_1,0.09
## cell families (layout without fill, tap and decap cells)
kind of cell               count (synthesis)  after routing  synth area share, %
and+or+nand+nor                          181            181                 32.1
DFF                                       65             65                 43.1
xor gates and xnor gates                  53             53                 15.4
buffers and inverters                     25             33                 4.39
AOI/OAI and AO/OA                         14             14                 2.94
adders and majority gates                  4              4                 1.66
other                                      1              4                0.124
muxes                                      1              1                0.331
## synthesized netlist by cell type, types with 5 or more instances
| master | instances | area [um^2] |
|---|---|---|
| a21oi_1 | 5 | 25.0 |
| and3_1 | 7 | 43.8 |
| and4_1 | 8 | 70.1 |
| buf_4 | 9 | 67.6 |
| dfxtp_1 | 65 | 1300 |
| inv_1 | 12 | 45.0 |
| nand2_1 | 26 | 97.6 |
| nand3_1 | 26 | 130 |
| nand4_1 | 14 | 87.6 |
| nor2_1 | 55 | 206 |
| nor3_1 | 7 | 35.0 |
| nor4_1 | 15 | 93.8 |
| nor4b_1 | 6 | 52.6 |
| xnor2_1 | 28 | 245 |
| xor2_1 | 25 | 219 |
## power breakdown
part	internal [W]	leakage [nW]	total (W)	switching, W
registers	0.000539	0.523	0.000539	0
clock network	0.000264	0.102	0.000458	0.000195
logic	0	0.562	0.0000000509	0.0000000504
## cell type report
cell class	instances	share of cell area [%]
clock buffers	12	4.61
repair buffers	6	1.64
clock inverters	3	1.19
inverters	12	1.34
well taps	133	4.95
flip-flops and latches	65	38.7
multi-input cells	257	47.6
## state kept, by name, indices dropped and copies added, names as in the netlist
name                     flops
pulser.shot.counter.q       32
pulser.shot.state.q          1
pulser.strobe.counter.q     32
## path summary, 6_finish.rpt
check | start | endpoint | slack (ns) | cells past startpoint
worst max-delay path | pulser.shot.state.q | leds[1] | 2.34 | 1
worst max register to register | pulser.strobe.counter.q[10] | pulser.strobe.counter.q[26] | 2.59 | 5
worst min-delay path | pulser.strobe.counter.q[0] | pulser.strobe.counter.q[0] | 0.46 | 1
worst min register to register | pulser.strobe.counter.q[0] | pulser.strobe.counter.q[0] | 0.46 | 1
Power and IR drop assume default switching activity.
